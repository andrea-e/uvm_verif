**flow/config.mk**
```make
export PLATFORM = sky130hd
export DESIGN_NAME = counter
export DESIGN_NICKNAME = counter
export VERILOG_FILES = /design/flow/design.v
export SDC_FILE = /design/flow/constraint.sdc
export NUM_CORES = 4
export LEC_CHECK = 1
export CORE_AREA = 10 10 70 70
export DIE_AREA = 0 0 80 80
```
**flow/constraint.sdc**
```tcl
current_design counter

set clk_period 2.5
set clk_io_pct 0.2

create_clock -name clk0 -period $clk_period [get_ports {clk}]

set non_clock_inputs [all_inputs -no_clocks]
set_input_delay [expr $clk_period * $clk_io_pct] -clock clk0 $non_clock_inputs
set_output_delay [expr $clk_period * $clk_io_pct] -clock clk0 [all_outputs]
```
**flow/design.v**
```verilog
module counter
  (input clk,
   input rst,
   input ce_i,
   input up_i,
   output logic [3:0] q_o);
  logic [3:0] count;
  always_ff @(posedge clk) begin
    if (rst) begin
      count <= 4'b0000;
    end
    else if(ce_i) begin
      if(up_i) begin
        count <= count + 1'b1;
      end
      else begin
        count <= count - 1'b1;
      end
    end
  end
  assign q_o = count;
endmodule : counter
```
**flow/run.sh**
```bash
#!/bin/bash
# OpenROAD 26Q1-2900-gdf79404cd8, Yosys 0.63+post, stock flow scripts
make -C /OpenROAD-flow-scripts/flow DESIGN_CONFIG=/design/flow/config.mk WORK_HOME=/design/flow/orfs finish
```
==> results.cfg <==
; flow metrics
[final_layout]
share_of_post_route_cells_with_drive_strength_above_1 = 0.121
finish.utilization = 0.111
syn_to_final_growth_pct = 62.6
largest_reg_flops = 4
max_flop_register = count
reg.largest.list = count (4)

[floorplan]
floorplanUtilization = 0.0685
placementRows = 21
io-pin-count = 8
floorplan.die.width_um = 80
die_y_um = 80
die-area_mm2 = 0.00640
core_region_area_mm2 = 0.00342

[synth]
netlist.area_leader.share = 0.342
dominantRegCellSynth = dfxtp_1
ys_top_cells_by_area = dfxtp_1, ha_1, fa_1, mux2i_1, xnor2_1
ys_cells = 24
asyncSetResetFlopFracSynth = 0
netlist_area_um2 = 234
synth.yosys.chip_area_um2 = 234
number_of_enable_flip_flop_cells = 0
yosys_cell_types = 14
number_of_synthesized_register_bits = 4
postSynthCellCount = 24
synth.largest_area_cell = dfxtp_1
yosys-top-cells-count = dfxtp_1, nor2_1
seq_area_frac_synth = 0.342
syn_area_per_cell_um2 = 9.75
yosys_warnings = 1

[global_route]
grt_util_met2 = 0.0281
overall_track_demand_over_capacity_in_global_routing = 0.0204
antenna_found_initial = 0
busiest_layer = met2
grt_first_pass_wirelength_um = 1040
grt_remaining_overflow = 0
grt_start_max_net_pins = 7
groute.layer.met1.usage = 0.0261
use_met3 = 0.0136
grt_pass1_vias = 221

[worst_setup_path]
worstPathCellList = clkdlybuf4s50_1 -> inv_1 -> ha_1 -> a21o_1 -> a21oi_2 -> mux2i_1 -> mux2_1
path_delay_family = buffers and inverters
timing.reg2reg.setup_slack_ns = 0.86
reg2reg_depth = 5
critPathRequiredTime_ns = 2.62
crit_path_end_kind = register
critPathSlowestCell = clkdlybuf4s50_1
crit_path_max_fanout = 4
endpoint_of_the_most_critical_register_to_register_path = count[3]
worstSetupPathType = in2reg
path_buffers = 2
cp-start-kind = input port
cp.arrival_ns = 2.30
critical_path.reg2reg.startpoint = count[1]
stage_delay_of_the_slowest_cell_on_the_critical_path_ns = 0.49

[run_status]
run_status = finished, final reports clean

[final_timing]
finalSetupViolCount = 0
finalWorstSetupSlack_ns = 0.318
fin_skew_ns = 0.000138
finalCriticalPeriod_ns = 2.18
worst_slew_margin_rel = 0.803
timing.final.crit_share = 0.873
max_slew.worst_pin.slew_ns = 0.295
maxClockFrequency_ghz = 0.458
fin_tns_setup_ns = 0
final-max-slew-violation-count = 0
rsz0062_at_grt = no
final_hold_viols = 0

[route]
drtAntennaViolNets = 0
routed_wirelength_um = 562
drc_errors = 0
drt_pass1_iterations = 1
num_vias = 197
antenna-diode-count = 0
avgViaCountPerCell = 2.49
detail_route.iter0.violations = 0
routed_length_per_placed_instance_um = 7.11

[power]
total_power_w = 0.000218
leakage_nw = 0.155
ir_drop_mv = 0.228
p_per_area_mw_per_mm2 = 574

[clock_tree]
post_cts_resized = 0
cts.reportedPaths.clkPinSlew_ns = 0.04
tritoncts = done
cts.sinks = 4
cts_buffers = 3
cts_buffer_depth = 2
cts-htree-levels = 1
worst_skew_late_latency_ns = 0.23
clockRootBuffer = clkbuf_4
postCtsSetupBuffers = 0
count_of_hold_fix_buffers_inserted_at_cts = 0

[placed_design]
routabilityCongestion = 0.675
place_ws_ns = 0.0574
numPortBuffers = 7

[job]
timing.max_cap.violations = 0
openroad.warnings = 25

[hold_path]
holdCritStartpoint = count[2]
holdPathStages = 2
whs_endpoint = count[2]
worst_hold_path_type = reg2reg
## through the flow
step | area [um2] | cells | hold WS [ns]
after floorplan | 234 | 24 | 0.461
after global placement | 358 | 76 | 0.502
after detailed placement | 358 | 76 | 0.503
after CTS | 380 | 79 | 0.507
after global routing | 380 | 79 | 0.572
final | 380 | 79 | 0.501
## cell type report
type,instances,area (um2)
Timing Repair Buffer,7,70.1
Clock buffer,3,22.5
Tap cell,46,57.6
Inverter,1,3.75
Multi-Input combinational cell,18,146
Fill cell,410,3040
Sequential cell,4,80.1
## per-layer routing
layer	routed length (um)	up-vias
met3	55	2
met4	3	0
met5	0	-
met1	289	90
met2	213	7
li1	-	98
## where the power goes
| group | switching [W] | internal, W | leakage [nW] |
|---|---|---|---|
| clock | 0.0000265 | 0.0000537 | 0.0138 |
| sequential | 0.00000756 | 0.0000723 | 0.0332 |
| combinational | 0.0000215 | 0.0000367 | 0.108 |
## layout by cell type, fill, tap and decap left out
| cell type | synthesis | final |
|---|---|---|
| nand2_1 | 2 | 2 |
| nor2_1 | 4 | 4 |
| a21oi_2 | 1 | 1 |
| clkdlybuf4s50_1 | 0 | 7 |
| xnor2_1 | 2 | 2 |
| fa_1 | 1 | 1 |
| nor2b_1 | 1 | 1 |
| inv_1 | 1 | 1 |
| dfxtp_1 | 4 | 4 |
| a21o_1 | 1 | 1 |
| mux2i_1 | 2 | 2 |
| ha_1 | 2 | 2 |
| a211oi_1 | 1 | 1 |
| mux2_1 | 1 | 1 |
| clkbuf_4 | 0 | 3 |
## worst register-to-register path, stage by stage (launching register included)
cell and delay [ns]:
dfxtp_1 0.37, ha_1 0.24, a21o_1 0.19, a21oi_2 0.14, mux2i_1 0.25, mux2_1 0.33
## worst max path at each step
| stage | startpoint | to | depth (start not counted) | slack, ns |
|---|---|---|---|---|
| finish | up_i | count[3] | 7 | 0.32 |
| CTS | up_i | count[3] | 7 | 0.30 |
| global route | up_i | count[3] | 7 | 0.19 |
## logic make-up after synthesis
logic type               share of synthesized area
adder cells (fa/ha/maj)                      0.192
buffers and inverters                       0.0321
AND/OR/NAND/NOR                              0.123
AND-OR/OR-AND                                0.102
multiplexers                                 0.134
flip-flops                                   0.342
XOR/XNOR                                    0.0749
Power is estimated from default activity; no workload was simulated.
